## ./run.sh

```bash
#!/bin/bash
# OpenROAD 26Q1-2900-gdf79404cd8, Yosys 0.63+post, stock flow scripts
make -C /OpenROAD-flow-scripts/flow DESIGN_CONFIG=/design/flow/config.mk WORK_HOME=/design/flow/orfs finish
```

## ./config.mk

```make
export PLATFORM = sky130hd
export DESIGN_NAME = register_file
export DESIGN_NICKNAME = register_file
export VERILOG_FILES = /design/flow/design.v
export SDC_FILE = /design/flow/constraint.sdc
export NUM_CORES = 4
export LEC_CHECK = 1
export CORE_UTILIZATION = 50
```

## ./constraint.sdc

```tcl
current_design register_file

set clk_period 26.2
set clk_io_pct 0.2

create_clock -name clk0 -period $clk_period [get_ports {CLK}]

set non_clock_inputs [all_inputs -no_clocks]
set_input_delay [expr $clk_period * $clk_io_pct] -clock clk0 $non_clock_inputs
set_output_delay [expr $clk_period * $clk_io_pct] -clock clk0 [all_outputs]
```

## ./design.v

```verilog
module register_file (
    input wire CLK,                     
    input wire RST,                     
    input wire WRITE_ENABLE,            
    input wire [4:0] READ_REG_1,         
    input wire [4:0] READ_REG_2,         
    input wire [4:0] WRITE_REG,         
    input wire [31:0] WRITE_DATA,       
    output wire [31:0] READ_DATA_1,      
    output wire [31:0] READ_DATA_2       
);
    reg [31:0] REGISTERS [31:0];
    integer i;      
    initial begin
        for (i = 0; i < 32; i = i + 1)
            REGISTERS[i] = 32'b0;
    end
    assign READ_DATA_1 = (READ_REG_1 != 0) ? REGISTERS[READ_REG_1] : 32'b0;  
    assign READ_DATA_2 = (READ_REG_2 != 0) ? REGISTERS[READ_REG_2] : 32'b0;
    always @(posedge CLK) begin
        if (RST) begin
            for (i = 0; i < 32; i = i + 1)
                REGISTERS[i] <= 32'b0;
        end
        else if (WRITE_ENABLE && WRITE_REG != 0)
            REGISTERS[WRITE_REG] <= WRITE_DATA;
    end
endmodule
```

==> changes_impl.md <==
### Physical design

* Status: finished, final reports clean
* H-tree depth at 3
* Mapped Cells at 3502
* Pre-CTS WS at 10.71 ns
* Synth logic family: multiplexers
* P_sw at 957 µW
* WL/cell at 35.1 µm
* Pint at 3000 µW
* Final min period at 15.43 ns
* Core ar. at 107000 µm²
* Yosys adder share at 0%
* Clock share of power at 38.9%
* Worst min-delay path category: in -> reg
* # hold bufs at CTS at 0
* Setup_tns at 0 ns
* Rel. slew slack at 22.5%
* Worst min-delay path startpoint: RST
* Largest net degree at the start of global routing at 96
* #FFs+latches synth at 1024
* Switching Fraction at 24.2%
* Area grow syn2layout at 11.3%
* Io pins at 114
* Max reg flops at 1024
* Critical Path AT at 10.19 ns
* Routed wire length at 177000 µm
* Yosys warns at 1
* Compound Share, Synth at 3.65%
* # resized after CTS at 0
* Yosys-reported design area after synthesis at 54300 µm²
* Most common cell in the synthesized netlist: edfxtp_1
* Area leader, netlist: edfxtp_1
* Max Cap Viol at 0
* Vias in the first global route at 36600
* Dominant flop cell: edfxtp_1
* PwrDens at 65.6 nW/µm²
* Largest registers: REGISTERS: 1024 flops
* Clk sinks at 1024
* Biggest area cells: edfxtp_1 (57%), mux4_2 (20%), and2_1 (11%)
* Placed inst area at 56800 µm²
* CP Capture Type: output port
* ANT nets after route at 0
* Clock buffer depth at 3
* CTS clk-pin slew, worst paths at 0.06 ns
* Area leader share at 56.7%
* Detailed placement HPWL at 102000 µm
* Global route overflow at 0
* CTS tree: yes
* Final worst slack at 10.77 ns
* EDFF count, synth at 1024
* Via-per-instance ratio at 6.52
* Worst slew pin tran at 1.16 ns
* Fin. Hold Viols at 0
* Setup Viol. Count Final at 0
* Die height at 331 µm
* Yosys cell count at 3502
* Root Buffer: clkbuf_16
* Setup Buffers After CTS at 0
* GRT Total Usage at 36.4%
* Xor/xnor cell area share of the yosys netlist at 0%
* Largest register by flop count: REGISTERS
* Initial antenna violation count at 3
* Layout cells sized above 1 at 24.9%
* Port Buffers at 113
* Synth cell count leaders: edfxtp_1 (1024), and2_1 (995), mux4_2 (472)
* Worst path required time at 20.96 ns
* Initial DRT Pass Iterations at 5
* Tool Warnings at 26
* Comb pwr share at 12.1%
* Chip footprint at 110000 µm²
* Fin crit share at 58.9%
* First-pass GRT wire length at 253000 µm
* Seq pwr share at 49.0%
* Die x size at 331 µm
* Setup crit start kind: primary input
* Max-slew violations at 0
* Mux share at 23.0%
* Basic Gates by Area at 13.3%
* Fraction of registers with async set/reset at 0%
* Post-route design area at 60400 µm²
* FP Rows at 120
* RSZ-0062 raised after global routing: no
* Drt drc at 0
* Synth Cell Area at 54300 µm²
* Distinct lib cells used at 42
* Initial DRC Count at 1960
* Cts bufs inserted at 110
* Worst hold endpoint: REGISTERS[0][24]$_SDFFCE_PN0P_
* Crit Path Category: in -> out
* Fp util at 50.5%
* Crit-path max FO at 54
* Hold-critical path depth at 1
* LEAKAGE at 0.0207 µW
* Peak supply drop at 0.0621 mV
* Routed vias at 32800
* Layout fillers at 7898
* GPL Wtd Cong at 0.933
* Max Fclk at 0.0648 GHz
* Synth Area per Inst at 15.5 µm²
* Post-synth seq share at 56.7%
[cells by family after synthesis]
group | count (synthesis)
other | 1
AND-OR/OR-AND | 259
AND/OR/NAND/NOR | 1177
buffers and inverters | 389
flip-flops | 1024
multiplexers | 652
[stage by stage]
stage	hold slack [ns]	std cells	total power, µW	util, %
CTS	5.10	5027	3970	56.2
global placement	5.84	4824	2430	52.9
global route	5.13	5027	4070	56.2
floorplan	5.44	3533	2240	-
finish	5.15	5032	3960	56.2
detailed placement	5.84	4824	2450	52.9
[power by group through the flow]
stage	registers (µW)	logic [µW]	clock network (µW)
4_1_cts	1940	477	1560
5_1_grt	1950	501	1620
6_report	1940	479	1540
[worst max-delay path: stages]
cell and delay, ns:
buf_8 0.47, buf_4 0.68, buf_4 0.69, buf_4 0.57, mux4_2 0.58, a22o_1 0.25
a2111oi_1 0.68, nor3_1 0.34, clkdlybuf4s50_1 0.49
[cell usage in the layout (no fill, tap or decap), drive strengths merged, types with 2 or more instances in the layout]
cell type	count
edfxtp	1024
and2	995
mux4	472
buf	171
mux2i	150
clkbuf	130
clkdlybuf4s50	104
o22ai	103
a2111oi	55
clkinv	55
nor3	54
a22o	51
nor2	36
or2	33
conb	32
mux2	30
a22oi	16
nor2b	14
a21oi	12
bufinv	12
nand2	7
a211oi	7
nor4	6
diode	5
nand3b	5
nand3	5
nand2b	5
inv	5
or3b	4
a221oi	4
o21ai	4
a32o	4
and3	3
clkinvlp	3
nor4b	3
a221o	2
nand4bb	2
or3	2
[layer usage]
layer	GRT usage (%)	vias to the layer above	part of all wire (%)
met5	3.73	-	0.20
met4	14.1	14	5.1
met3	27.6	451	18
met2	50.9	2697	46
met1	44.0	16000	31
li1	-	13600	-
[cell type report]
type | instances | area, µm² | share of cell area [%]
flip-flops and latches | 1024 | 30700 | 50.9
multi-input cells | 2120 | 21900 | 36.3
clock buffers | 130 | 2870 | 4.76
repair buffers | 275 | 2380 | 3.95
well taps | 1403 | 1760 | 2.91
clock inverters | 73 | 658 | 1.09
diodes | 5 | 12.5 | 0.0207
inverters | 2 | 7.51 | 0.0124
[worst max path at each step]
stage,startpoint,endpoint,slack (ns),depth (start not counted)
CTS,READ_REG_2[0],READ_DATA_2[18],10.70,9
global route,READ_REG_2[0],READ_DATA_2[18],10.59,9
finish,READ_REG_2[0],READ_DATA_2[18],10.77,9
Power and IR drop assume default switching activity.
